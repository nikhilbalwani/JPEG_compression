==> flow/design.v <==
`timescale 1ns / 1ps
module Matrix_8_8(R0, R1, R2, R3, R4, R5, R6, R7, W0, W1, W2, W3, W4, W5, W6, W7, address, rw, clk, reset);
	reg [31:0] memory [63:0];
	output reg [31:0] R0, R1, R2, R3, R4, R5, R6, R7;
	input [31:0] W0, W1, W2, W3, W4, W5, W6, W7;
	input [4:0] address;
	input rw, clk, reset;
	integer i;
	always @ (posedge clk)
	begin
		if (rw == 1'b0)
		begin
			if (address >= 0 && address <= 7)
			begin
				R0 <= memory[address * 8];
				R1 <= memory[address * 8 + 1];
				R2 <= memory[address * 8 + 2];
				R3 <= memory[address * 8 + 3];
				R4 <= memory[address * 8 + 4];
				R5 <= memory[address * 8 + 5];
				R6 <= memory[address * 8 + 6];
				R7 <= memory[address * 8 + 7];
			end
			else if (address >= 8 && address <= 15)
			begin
				R0 <= memory[address - 8];
				R1 <= memory[address];
				R2 <= memory[address + 8];
				R3 <= memory[address + 16];
				R4 <= memory[address + 24];
				R5 <= memory[address + 32];
				R6 <= memory[address + 40];
				R7 <= memory[address + 48];
			end
		end
		else if (rw == 1'b1)
		begin
			if (address >= 0 && address <= 7)
			begin
				memory[address * 8] <= W0;
				memory[address * 8 + 1] <= W1;
				memory[address * 8 + 2] <= W2;
				memory[address * 8 + 3] <= W3;
				memory[address * 8 + 4] <= W4;
				memory[address * 8 + 5] <= W5;
				memory[address * 8 + 6] <= W6;
				memory[address * 8 + 7] <= W7;
			end
			else if (address >= 8 && address <= 15)
			begin
				memory[address - 8] <= W0;
				memory[address] <= W1;
				memory[address + 8] <= W2;
				memory[address + 16] <= W3;
				memory[address + 24] <= W4;
				memory[address + 32] <= W5;
				memory[address + 40] <= W6;
				memory[address + 48] <= W7;
			end
		end
	end
endmodule
==> flow/run.sh <==
#!/bin/bash
# OpenROAD 26Q1-2900-gdf79404cd8, Yosys 0.63+post, stock flow scripts
make -C /OpenROAD-flow-scripts/flow DESIGN_CONFIG=/design/flow/config.mk WORK_HOME=/design/flow/orfs finish
==> flow/config.mk <==
export PLATFORM = sky130hd
export DESIGN_NAME = Matrix_8_8
export DESIGN_NICKNAME = Matrix_8_8
export VERILOG_FILES = /design/flow/design.v
export SDC_FILE = /design/flow/constraint.sdc
export NUM_CORES = 4
export LEC_CHECK = 1
export CORE_UTILIZATION = 50
==> flow/constraint.sdc <==
current_design Matrix_8_8

set clk_period 165.2
set clk_io_pct 0.2

create_clock -name clk0 -period $clk_period [get_ports {clk}]

set non_clock_inputs [all_inputs -no_clocks]
set_input_delay [expr $clk_period * $clk_io_pct] -clock clk0 $non_clock_inputs
set_output_delay [expr $clk_period * $clk_io_pct] -clock clk0 [all_outputs]
==> flow_metrics.tcl <==
# flow metrics
set metrics [dict create \
    cts_buffer_depth 4 \
    num_rows 263 \
    htreeDepth 5 \
    netlist_instances 33900 \
    clock_sinks 2304 \
    synthFlopType "edfxtp_1" \
    stop_error "[ERROR GRT-0116] Global routing finished with congestion. Check the congestion regions in the DRC Viewer." \
    haltStage "global routing (5_1_grt)" \
    post_cts_buffers 0 \
    synthDistinctLibCells 114 \
    cts_hold_buffers 0 \
    dpl-instance-area_um2 273000 \
    grt_pass1_vias 369000 \
    dieWidth_um 720 \
    root_buffer "clkbuf_16" \
    grt_pass1_wl_mm 3580 \
    io_buffer_count 518 \
    edf_count 2304 \
    grt_use_total_pct 104 \
    status "did not finish" \
    yosysTopAreaCell "edfxtp_1" \
    grt_max_degree 84 \
    post-place-ws_ns 124.05 \
    cts_made_buffers 308 \
    avgSynthCellArea_um2 7.60 \
    ioPinCount 520 \
    synth.cell_area_um2 257000 \
    cts_resized 0 \
    die_h_um 720 \
    ys_chip_area_um2 257000 \
    place.detailed.hpwl_mm 1730 \
    synth-warning-count 1 \
    fp_util_pct 50.2 \
    grt_overflow 31200 \
    ys_cells 33900 \
    top_area_share_pct 26.9 \
    dp.cells 38700 \
    routabilityCongestion 1.54 \
    ys.flops 2304 \
    synth_seq_share_pct 26.9 \
    synthArstFlopShare_pct 0 \
    synth.area.top_cells "edfxtp_1 27%, mux2i_1 11%, nand2_1 7.3%" \
]
stage by stage:
stage	power [uW]	hold WS, ns
after floorplan	1030	0.729
after global placement	1430	1.02
after detailed placement	1430	0.983
after CTS	2150	1.02
metal layers:
metal  track usage [%]  GRT overflow
met4               101          4521
met1               104          7777
met5              98.2           828
met3               103          6914
met2               108         11200
synth_stat cells (48+ instances only):
library cell and n:
o311ai_0 48, edfxtp_1 2304, or3_1 55, o32ai_1 50
mux2i_1 2738, o21a_1 202, a211o_1 193, buf_2 1056
inv_1 78, buf_1 429, a31oi_1 916, a22oi_1 299
o211ai_1 821, a32oi_1 66, a21oi_1 2685, a21o_1 227
o22ai_1 1382, o21ai_1 207, clkbuf_1 3181, mux4_2 320
nor3_1 373, o22a_1 73, a211oi_1 2298, a2111oi_0 51
nand2b_1 51, o31ai_1 79, nor2_1 1863, and3_1 224
a31o_2 97, buf_6 72, nand3_1 1079, and3b_1 84
nor4_1 63, a311oi_1 234, o221ai_1 212, and2_1 128
mux2_2 250, nand2_1 4977, a221oi_1 146, buf_4 176
a221o_1 75, o21ai_0 3144, a311o_1 56
kinds of logic after synthesis:
| kind of cell | Yosys count | share of synthesized area [%] |
|---|---|---|
| adder cells (fa/ha/maj) | 5 | 0.0243 |
| AND/OR/NAND/NOR | 9260 | 15.5 |
| flip-flops | 2304 | 26.9 |
| AND-OR/OR-AND | 14000 | 34.8 |
| multiplexers | 3310 | 14.5 |
| buffers and inverters | 5004 | 8.33 |
Power figures rest on the tool's default switching activity, not on a simulated workload.
